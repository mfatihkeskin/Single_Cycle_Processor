### ./design.v
module lab7_mfk_p2 (
   input  logic clk, reset,
   input  logic we,
   input  logic [4:0] waddr, 
   input  logic [31:0] wbdata,
   input  logic  [4:0] rs1,
   input  logic  [4:0] rs2,
   output logic [31:0] rs1_data,
   output logic [31:0] rs2_data
);
   logic [31:0]mem[0:31];
	logic we_reg;
	logic [4:0] waddr_reg; 
	logic [31:0] wbdata_reg;
	logic [4:0] rs1_reg;
	logic [4:0] rs2_reg;
	logic [31:0] rs1_data_reg;
   logic [31:0] rs2_data_reg;
always_comb
begin
  rs1_data_reg=mem[rs1_reg];
  rs2_data_reg=mem[rs2_reg];
end
   always_ff @(posedge clk) 
   begin
   if (we) begin mem[waddr_reg] <= wbdata; end
	else if(reset==1) 
		begin
		we_reg <= 0;
		waddr_reg <= 0;
		wbdata_reg <=0;
		rs1_reg <=0;
		rs2_reg <=0;
		rs1_data <=0;
		rs2_data <=0;
		end
   we_reg <= we;
   waddr_reg <= waddr;
   wbdata_reg <=wbdata;
   rs1_reg <=rs1;
   rs2_reg <=rs2;
   rs1_data <=rs1_data_reg;
   rs2_data <=rs2_data_reg;
   end
endmodule
### ./run.sh
#!/bin/bash
# OpenROAD 26Q1-2900-gdf79404cd8, Yosys 0.63+post, stock flow scripts
make -C /OpenROAD-flow-scripts/flow DESIGN_CONFIG=/design/flow/config.mk WORK_HOME=/design/flow/orfs finish
### ./config.mk
export PLATFORM = sky130hd
export DESIGN_NAME = lab7_mfk_p2
export DESIGN_NICKNAME = lab7_mfk_p2
export VERILOG_FILES = /design/flow/design.v
export SDC_FILE = /design/flow/constraint.sdc
export NUM_CORES = 4
export LEC_CHECK = 1
export CORE_UTILIZATION = 50
### ./constraint.sdc
current_design lab7_mfk_p2

set clk_period 24.0
set clk_io_pct 0.2

create_clock -name clk0 -period $clk_period [get_ports {clk}]

set non_clock_inputs [all_inputs -no_clocks]
set_input_delay [expr $clk_period * $clk_io_pct] -clock clk0 $non_clock_inputs
set_output_delay [expr $clk_period * $clk_io_pct] -clock clk0 [all_outputs]
==> results.json <==
{
  "synth_flops": 1103,
  "syn_inst": 3465,
  "power_switching_uw": 967,
  "wl_met1_mm": 54.0,
  "hpwl_mm": 84.3,
  "routed.top_layer": "met5",
  "vdd_drop_max_uv": 61.8,
  "cts-buffers-inserted": 118,
  "sequentialPowerShare_pct": 49.9,
  "layout.cells.non_filler": 4971,
  "yosys.stat.seqShare_pct": 64.2,
  "slew_violations": 0,
  "cts.repair.resized": 0,
  "wl_per_cell_um": 30.3,
  "p_per_area_nw_per_um2": 75.6,
  "fp.dieW_um": 319,
  "top_area_cell": "edfxtp_1",
  "ant_nets": 0,
  "largest_register_ffs": 1024,
  "antenna_found_initial": 8,
  "setup-violations-final": 0,
  "top_area_share_pct": 61.0,
  "start_kind": "primary input",
  "place_inst": 4748,
  "arrival_ns": 7.37,
  "path_max_fanout": 19,
  "num_antenna_cells": 0,
  "route.met3.wl_mm": 23.0,
  "drc": 0,
  "r2r_slack_ns": 19.68,
  "grt_first_pass_wirelength_mm": 219,
  "yosysChipArea_um2": 50400,
  "reg2reg_depth": 8,
  "worst_pin_slew_ns": 1.06,
  "critPathSlowestCell": "or3b_2",
  "fin_crit_sh_pct": 29.4,
  "p_int_uw": 3320,
  "grt_overflow_total": 0,
  "initCoreUtil_pct": 50.4,
  "worstSetupPathType": "primary input to flip-flop",
  "power_frac_comb_pct": 8.2,
  "die_h_um": 319,
  "clock.fmax_mhz": 142,
  "path_cells": "clkdlybuf4s50_1, or3b_2, nor2_4, buf_4",
  "warnings": 27,
  "min-delay-start": "mem[26][21]",
  "cts_root_buf": "clkbuf_16",
  "dp_worst_setup_slack_ns": 16.23,
  "drt_first_pass_iters": 5,
  "top_cells_by_area": "edfxtp_1, mux2i_1, dfxtp_1",
  "hold_depth": 4,
  "path_clk_slew_ns": 0.06,
  "holdPathEnd": "rs2_data[21]",
  "mostFrequentLayoutCells": "mux2i_1, edfxtp_1, nand3_1",
  "relSlewSlack_pct": 29.1,
  "post_cts_buffers": 0,
  "num_rows": 116,
  "status": "completed",
  "fin_ws_ns": 16.95,
  "grt_use_total_pct": 32.6,
  "rsz0062_at_grt": "no",
  "tns_ns": 0,
  "gp_congestion": 0.903,
  "cts_tree": "built",
  "area_growth_pct": 12.6,
  "fillers": 7415,
  "ys_cells": 3465,
  "postCtsHoldBufs": 0,
  "syn_avg_cell_area_um2": 14.5,
  "dieArea_um2": 102000,
  "pin_count": 114,
  "cts.sinks": 1103,
  "grt_max_degree": 94,
  "routed-via-count": 31443,
  "wl_met2_mm": 68.4,
  "drv_cap": 0,
  "grt_pass1_vias": 33634,
  "ys_types": 24,
  "leakage_uw": 0.0210,
  "portBuffers": 112,
  "ctsHtreeMaxLevel": 3,
  "rr_endpoint": "rs1_data[27]",
  "finalHoldViolations": 0,
  "synth_warnings": 1,
  "viasPerCell": 6.33,
  "post-route-min-period_ns": 7.05,
  "rr_startpoint": "rs1_reg[1]",
  "swShare_pct": 22.5,
  "max-clock-path-buffers": 3,
  "finalClockSkew_ns": 0.0189,
  "hold_class": "flip-flop to flip-flop",
  "clock.latency.late_pin_ns": 0.70,
  "worst_setup_path_end_kind": "flip-flop",
  "cp.required_ns": 24.33,
  "drive_above_1_share_pct": 9.58,
  "drt-total-wl_mm": 151,
  "syn_area_um2": 50400,
  "drt_iter0_markers": 1935,
  "pwr-share-clk_pct": 41.8,
  "cpPeakStageDelay_ns": 0.70,
  "core_um2": 100000
}
-- layer usage --
| layer | track usage [%] | vias to the layer above |
|---|---|---|
| met3 | 20.9 | 326 |
| met1 | 43.4 | 15391 |
| met2 | 46.7 | 1845 |
| met4 | 9.16 | 12 |
| li1 | - | 13869 |
| met5 | 0.757 | - |
-- how the worst max path moves through the flow --
stage | start | to | slack (ns) | depth (start not counted)
6_report | we | mem[20][21] | 16.95 | 4
5_1_grt | we | mem[20][20] | 16.91 | 4
4_1_cts | we | mem[24][18] | 16.97 | 4
-- cells in the mapped netlist (all sizes together) --
master	n
a21oi	192
a22o	128
a22oi	192
a31oi	64
and2	2
buf	163
clkbuf	90
dfxtp	79
edfxtp	1024
mux2i	1024
nand2	195
nand2b	4
nand3	194
nand3b	5
nor2	35
nor2b	4
nor3	64
or2	2
or3	1
or3b	3
-- through the flow --
stage               hold slack [ns]  util (%)  total power (uW)  cell area (um^2)
CTS                           0.640      56.7              4320             56700
global placement              0.623      52.9              2530             52900
detailed placement            0.622      52.9              2530             52900
global route                  0.679      56.7              4420             56700
floorplan                     0.579         -              2370             50400
finish                        0.637      56.7              4290             56700
-- critical path, delay by kind of cell --
family / cells / cell delay, ns
buf+inv: 2 / 1.17
simple gates: 2 / 1.38
-- layout make-up --
| cell class | instances | area (um^2) | share of cell area, % |
|---|---|---|---|
| Sequential cell | 1103 | 32300 | 57.0 |
| Multi-Input combinational cell | 2109 | 16800 | 29.6 |
| Clock buffer | 160 | 3330 | 5.87 |
| Timing Repair Buffer | 238 | 2130 | 3.75 |
| Tap cell | 1298 | 1620 | 2.86 |
| Clock inverter | 63 | 543 | 0.957 |
-- cells by family (layout without fill, tap and decap cells) --
group	count (synthesis)	in the layout	share of synthesized area (%)
flip-flops	1103	1103	64.2
multiplexers	1024	1024	20.3
AND-OR/OR-AND	576	576	7.79
AND/OR/NAND/NOR	509	509	4.57
buffers and inverters	253	461	3.11
-- power groups by stage --
stage,clock network (uW),registers [uW],logic (uW)
finish,1800,2140,353
global route,1900,2140,375
CTS,1820,2140,350
Power is estimated from default activity; no workload was simulated.
